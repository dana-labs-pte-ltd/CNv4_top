File: flow/config.mk
export PLATFORM = sky130hd
export DESIGN_NAME = random_math
export DESIGN_NICKNAME = random_math
export VERILOG_FILES = /design/flow/design.v
export SDC_FILE = /design/flow/constraint.sdc
export NUM_CORES = 4
export LEC_CHECK = 1
export CORE_UTILIZATION = 40
File: flow/constraint.sdc
current_design random_math

set clk_period 21.8
set clk_io_pct 0.2

create_clock -name clk0 -period $clk_period [get_ports {clk}]

set non_clock_inputs [all_inputs -no_clocks]
set_input_delay [expr $clk_period * $clk_io_pct] -clock clk0 $non_clock_inputs
set_output_delay [expr $clk_period * $clk_io_pct] -clock clk0 [all_outputs]
File: flow/design.v
module random_math(
                input wire              clk,
                input wire              reset_n,
                input wire              start, 
                input wire [31:0]       in_r0_0,
                input wire [31:0]       in_r0_1,
                input wire [31:0]       in_r0_2,
                input wire [31:0]       in_r0_3,
                input wire [31:0]       in_r0_4,
                input wire [31:0]       in_r0_5,
                input wire [31:0]       in_r0_6,
                input wire [31:0]       in_r0_7,
                input wire [31:0]       in_r0_8,
                output reg  [6:0]       random_ram_addr,
                input wire  [55:0]      random_ram_rdata,
                output reg              random_ack,
                output wire  [31:0]     out_r0_0,
                output wire  [31:0]     out_r0_1,
                output wire  [31:0]     out_r0_2,
                output wire  [31:0]     out_r0_3
                ); 
reg     [31:0]  r0 [0:8];
wire    [7:0]   op_code = random_ram_rdata[55:48];
wire    [7:0]   dst_index = random_ram_rdata[47:40];
wire    [7:0]   src_index = random_ram_rdata[39:32];
wire    [31:0]  op_data = random_ram_rdata[31:0];
(*mark_debug = "true"*)reg     [2:0]   cs_state;
(*mark_debug = "true"*)reg     [2:0]   ns_state;
parameter s_idle = 3'b001;
parameter s_run = 3'b010;
parameter s_ret = 3'b100;
parameter MUL   = 0;	 
parameter ADD   = 1;	 
parameter SUB   = 2;	 
parameter ROR   = 3;	 
parameter ROL   = 4;	 
parameter XOR   = 5;	 
parameter RET   = 6;	 
assign out_r0_0 =r0[0];
assign out_r0_1 =r0[1];
assign out_r0_2 =r0[2];
assign out_r0_3 =r0[3];
always@(posedge clk or negedge reset_n)
begin
    if(~reset_n)begin
        random_ack <= 1'b0;
        random_ram_addr <= 7'h0;
    end
    else begin
        if(ns_state == s_ret)begin
            random_ack <= 1'b1;
        end else begin
            random_ack <= 1'b0;
        end
        if(ns_state == s_run) begin
            random_ram_addr <= random_ram_addr + 1;
        end
        else if(ns_state == s_idle) begin
            random_ram_addr <= 7'h0;
        end
    end
end
always@(posedge clk or negedge reset_n)
begin
    if(~reset_n)begin
        cs_state <= s_idle;
    end
    else begin
        cs_state <= ns_state;
    end
end
always@(*)
begin
    ns_state = cs_state;
    case(cs_state)
    s_idle:begin
        if(start) begin
            ns_state = s_run;
        end
    end
    s_run:begin
        if(op_code == RET) begin
            ns_state = s_ret;
        end
    end
    s_ret:begin
        ns_state = s_idle;
    end
    default:ns_state = s_idle;
    endcase
end
always@(posedge clk or negedge reset_n)
begin
    if(~reset_n)begin
        r0[0]   <=  32'h0;
        r0[1]   <=  32'h0;
        r0[2]   <=  32'h0;
        r0[3]   <=  32'h0;
        r0[4]   <=  32'h0;
        r0[5]   <=  32'h0;
        r0[6]   <=  32'h0;
        r0[7]   <=  32'h0;
        r0[8]   <=  32'h0;
    end
    else begin
        if(cs_state == s_idle)begin
            r0[0] <= in_r0_0;
            r0[1] <= in_r0_1;
            r0[2] <= in_r0_2;
            r0[3] <= in_r0_3;
            r0[4] <= in_r0_4;
            r0[5] <= in_r0_5;
            r0[6] <= in_r0_6;
            r0[7] <= in_r0_7;
            r0[8] <= in_r0_8;
        end else if(cs_state == s_run) begin
            case(op_code)
            MUL:begin
                r0[dst_index] <= r0[dst_index] * r0[src_index];
            end
            ADD:begin
                r0[dst_index] <= r0[dst_index] + r0[src_index] + op_data;
            end
            SUB:begin
                r0[dst_index] <= r0[dst_index] - r0[src_index];
            end
            ROR:begin
                r0[dst_index] <= (r0[dst_index] >> (r0[src_index] & 5'h1f)) | (r0[dst_index] << (32 - (r0[src_index] & 5'h1f)));
            end
            ROL:begin
                r0[dst_index] <= (r0[dst_index] << (r0[src_index] &5'h1f)) | (r0[dst_index] >> (32 - (r0[src_index] & 5'h1f)));
            end
            XOR:begin
                r0[dst_index] <= r0[dst_index] ^ r0[src_index];
            end
            endcase
        end
    end
end
endmodule
File: flow/run.sh
#!/bin/bash
# OpenROAD 26Q1-2900-gdf79404cd8, Yosys 0.63+post, stock flow scripts
make -C /OpenROAD-flow-scripts/flow DESIGN_CONFIG=/design/flow/config.mk WORK_HOME=/design/flow/orfs finish
==> reports/metrics.yaml <==
clkSinkCount: 299
max-cap-violations: 0
ctsHoldBuffers: 0
wl_per_cell_um: 35.57
period_minus_slack_ns: 15.31
irDropWorstVdd_v: 0.00003707
min_path_type: "reg -> reg"
dieWidth_um: 342.2
finalWirelength_mm: 264.6
portBuffers: 474
avgSynthCellArea_um2: 8.356
rsz0062_at_grt: "false"
worstPathArrival_ns: 15.73
post_cts_resized: 0
cp_slowest_stage_delay_ns: 0.75
area_delta_synth_final_pct: 17.27
ys.warnings.count: 2
min_path_cells: 1
grt_pass1_vias: 46810
worstMarginPinSlew_ns: 1.094
final-hold-violation-count: 0
fmax_mhz: 65.30
grt_first_pass_wirelength_mm: 367.1
chipHeight_um: 342.2
grt_usage_pct: 47.05
worstSkewPairLatency_ns: 0.61
grt.overflow.total: 0
cts_buffers: 35
ant_nets: 0
slowest_stage: "clkinv_1"
final_cell_mix: "561 x nor2_1, 561 x nand2_1, 512 x inv_1"
ys.flops: 299
htree_levels: 2
syn-cell-area_um2: 46300
postCtsSetupBuffers: 0
finalMaxSlewViolations: 0
final_core_util_pct: 47.42
warnings: 54
synthArstFlopShare_pct: 100.0
status: "finished, final reports clean"
finalCritPeriodShare_pct: 70.25
rows: 124
p_per_area_nw_per_um2: 25.47
path_max_fanout: 36
root_buffer: "clkbuf_16"
fp-utilization_pct: 40.44
start_kind: "input port"
slew_headroom_pct: 27.04
clk_pin_slew_ns: 0.06
fin_setup_tns_ns: 0
cts_max_path_buffers: 3
drt-vias-per-instance: 6.397
edf_count: 0
die-area_um2: 117100
vias: 47580
gp_congestion: 1.082
synthCells: 5541
ff_type: "dfrtp_1"
synth.distinct_cells: 118
power_w: 0.001383
synth_seq_share_pct: 16.16
drc_errors: 0
cpMostUsedCell: "fa_1"
leakage_nw: 23.41
worst-setup-path-type: "in -> reg"
top_cells_by_area: "fa_1 19%, dfrtp_1 16%, mux2i_1 5.5%"
drt-initial-drc-count: 4766
cp.required_ns: 22.22
ys_cells: 5541
antenna_found_initial: 24
setup_violations: 0
yosys.area.top_type_share_pct: 19.07
critical_path.endpoint_type: "register"
dr.pass1.iters: 8
worst_slack_ns: 6.486
fin_worst_skew_ns: 0.06353
reg2reg_depth: 30
yosysTopAreaCell: "fa_1"
grt_max_degree: 101
drive_above_1_share_pct: 9.309
top_level_ports: 483
whs_ns: 0.5012
cts_tree: "yes"
yosys_area_um2: 46300
dp_slack_ns: 6.212
dp_hpwl_mm: 201.9
core_um2: 114500
[logic make-up after synthesis]
logic type               count (synthesis)  synth area share [%]
AND-OR/OR-AND                         1487                 22.02
XOR/XNOR                               120                 2.535
adder cells (fa/ha/maj)                644                 24.55
buffers and inverters                  946                 8.388
flip-flops                             299                 16.16
multiplexers                           361                 9.210
AND/OR/NAND/NOR                       1684                 17.13
[cells in the mapped netlist, drive strengths merged, types with 49 or more instances]
| master | instances |
|---|---|
| buf | 168 |
| nand2 | 565 |
| inv | 526 |
| xnor2 | 85 |
| nor3b | 78 |
| dfrtp | 298 |
| a211oi | 74 |
| o21ai | 367 |
| ha | 203 |
| mux2i | 255 |
| o211ai | 49 |
| a21o | 105 |
| a21oi | 315 |
| a22oi | 57 |
| mux2 | 60 |
| nor3 | 78 |
| nor2 | 570 |
| fa | 441 |
| nand3 | 83 |
| nand3b | 57 |
| clkbuf | 248 |
[layer usage]
| metal | vias up | wire (um) | GRT usage (%) |
|---|---|---|---|
| met2 | 3167 | 114200 | 67.36 |
| met1 | 23510 | 94970 | 59.73 |
| met4 | 26 | 21040 | 28.70 |
| met5 | - | 352 | 1.144 |
| li1 | 20010 | - | - |
| met3 | 869 | 33970 | 19.95 |
[power by group]
part / total (W) / internal (W) / leakage [nW] / switching, W
registers: 0.000555 / 0.000555 / 4.18 / 0
logic: 0.000212 / 0.0000843 / 18.7 / 0.000128
clock network: 0.000616 / 0.000350 / 0.565 / 0.000265
total: 0.00138 / 0.000990 / 23.4 / 0.000393
[layout make-up]
| cell class | count | area [um2] |
|---|---|---|
| Antenna cell | 18 | 45.04 |
| Clock buffer | 53 | 1064 |
| Clock inverter | 8 | 92.59 |
| Fill cell | 11090 | 60200 |
| Inverter | 530 | 1992 |
| Multi-Input combinational cell | 4296 | 35130 |
| Sequential cell | 299 | 7487 |
| Tap cell | 1512 | 1892 |
| Timing Repair Buffer | 722 | 6591 |
[flip-flops by register name, indices dropped and copies added, names as in the netlist]
signal           flops
cs_state             3
random_ack           1
r0                 288
random_ram_addr      7
[metrics by stage]
| step | instances | cell area (um2) |
|---|---|---|
| floorplan | 5541 | 46300 |
| global placement | 7359 | 53090 |
| detailed placement | 7359 | 53090 |
| CTS | 7420 | 54250 |
| global route | 7425 | 54260 |
| finish | 7438 | 54300 |
[critical path: cells and delay by family]
kind	cells	cell delay [ns]
adders and majority gates	9	4.24
buffers and inverters	10	2.80
AOI/OAI and AO/OA	10	2.60
and+or+nand+nor	5	1.30
xor gates and xnor gates	1	0.32
[path summary, 6_finish.rpt]
check | start | to | slack, ns
hold reg to reg | cs_state[1] | random_ack | 0.50
min in group asynchronous | reset_n | r0[2][15] | 3.75
hold / removal | cs_state[1] | random_ack | 0.50
max in group asynchronous | reset_n | r0[7][19] | 16.34
setup / recovery | random_ram_rdata[34] | r0[2][28] | 6.49
setup reg to reg | r0[2][4] | r0[2][31] | 11.29
No activity file was given, so power comes from the tool's default toggle rates.
